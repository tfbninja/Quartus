==> ./design.v <==
module LCD(KEY, HEX0, HEX1, HEX3, LEDR);
	input [3:0] KEY;
	output [6:0] HEX0;
	output [2:1] HEX1;
	output [3:0] LEDR;
	output [6:0] HEX3;
	wire a,b,c,d;
	assign d = ~KEY[0];
	assign c = ~KEY[1];
	assign b = ~KEY[2];
	assign a = ~KEY[3];
	wire A,B,C,D,E,F,G,H,I,J,K,L,M,N,O,P,Z;
	assign A = ~a & ~b & ~c & ~d;
	assign B = ~a & ~b & ~c &  d;
	assign C = ~a & ~b &  c & ~d;
	assign D = ~a & ~b &  c &  d;
	assign E = ~a &  b & ~c & ~d;
	assign F = ~a &  b & ~c &  d;
	assign G = ~a &  b &  c & ~d;
	assign H = ~a &  b &  c &  d;
	assign I =  a & ~b & ~c & ~d;
	assign J =  a & ~b & ~c &  d;
	assign K =  a & ~b &  c & ~d;
	assign L =  a & ~b &  c &  d;
	assign M =  a &  b & ~c & ~d;
	assign N =  a &  b & ~c &  d;
	assign O =  a &  b &  c & ~d;
	assign P =  a &  b &  c &  d;
	assign HEX0[0] = (A | B | E | L | O);
	assign HEX0[1] = (A | F | G | P);
	assign HEX0[2] = (A | C | M);
	assign HEX0[3] = (A | B | E | H | L | O);
	assign HEX0[4] = ~(C | G | I | K | M);
	assign HEX0[5] = ~(E | F | G | I | J | K | O | P);
	assign HEX0[6] = (A | B | H | K | L);
	assign HEX1[1] = ~(a & (b | c));
	assign HEX1[2] = ~(a & (b | c));
	assign HEX3[0] = ~(C | D | F | G | H | I | J | K | M | O | P);
	assign HEX3[1] = ~(B | C | D | E | H | I | J | K | N);
	assign HEX3[2] = ~(B | D | E | F | G | H | I | J | K | L | N);
	assign HEX3[3] = ~(C | D | F | G | I | J | L | M | N | O);
	assign HEX3[4] = ~(C | G | I | K | L | M | N | O | P);
	assign HEX3[5] = ~(E | F | G | I | J | K | L | M | O | P);
	assign HEX3[6] = ~(C | D | E | F | G | I | J | K | L | N | O | P);
	assign LEDR[0] = d;
	assign LEDR[1] = c;
	assign LEDR[2] = b;
	assign LEDR[3] = a;
endmodule
==> ./run.sh <==
#!/bin/bash
# OpenROAD 26Q1-2900-gdf79404cd8, Yosys 0.63+post, stock flow scripts
make -C /OpenROAD-flow-scripts/flow DESIGN_CONFIG=/design/flow/config.mk WORK_HOME=/design/flow/orfs finish
==> ./config.mk <==
export PLATFORM = sky130hd
export DESIGN_NAME = LCD
export DESIGN_NICKNAME = LCD
export VERILOG_FILES = /design/flow/design.v
export SDC_FILE = /design/flow/constraint.sdc
export NUM_CORES = 4
export LEC_CHECK = 1
export CORE_AREA = 10 10 70 70
export DIE_AREA = 0 0 80 80
==> ./constraint.sdc <==
current_design LCD

set clk_period 1.4
set clk_io_pct 0.2

create_clock -name clk0 -period $clk_period

set non_clock_inputs [all_inputs -no_clocks]
set_input_delay [expr $clk_period * $clk_io_pct] -clock clk0 $non_clock_inputs
set_output_delay [expr $clk_period * $clk_io_pct] -clock clk0 [all_outputs]
==> Slide: Implementation Results <==
Implementation Results

Placed design
  – I/O Buffers: 24
  – Pre-CTS setup slack: -0.791 ns
  – Final Wtd Congestion: 0.727
  – Placed Area: 651 um^2
  – Placed wire-length estimate: 1140 um

Global route
  – Total track usage: 0.0492
  – GRT Residual Overflow: 0
  – Largest net degree at the start of global routing: 10
  – Initial antenna violation count: 0
  – Vias in the first global route: 546
  – First-pass GRT wire length: 2670 um

Floorplan
  – I/O pin count: 24
  – CORE AREA: 3420 um^2
  – Die y size: 80 um
  – Die area: 6400 um^2
  – Die W: 80 um
  – FP Rows: 21
  – FP Core Util: 0.102

Drt
  – DRC errors left: 0
  – Final wirelength: 1630 um
  – Number of antenna cells inserted: 0
  – DRT iter0 DRCs: 27
  – Drt wl/cell: 11.8 um
  – Routed Antenna Nets: 0
  – Vias/cell: 3.75
  – Detailed Routing Iterations Pass 1: 2
  – DR vias: 517

Synthesis
  – Top cells by area: buf_4, buf_6, nand2_1
  – Synth warnings: 0
  – Syn Inst Count: 55
  – Register share after synthesis: 0
  – Top cell type's share of synthesized area: 0.151
  – Mapped Area: 349 um^2
  – Yosys cell count: 55
  – Count of different cell masters after synthesis: 20
  – Chip Area, Yosys: 349 um^2
  – Top cell type by total area after synthesis: buf_4
  – Mean post-synth cell area: 6.35 um^2

Run status
  – Failing checks: negative setup slack
  – Status: finished, violations left

Final timing
  – # setup viols final: 3
  – RSZ-0062 raised after global routing: yes
  – Slew Limit Fails: 0
  – Worst setup margin: -0.0434 ns
  – Final hold violation count: 0
  – Part of the cycle the worst path needs: 1.03
  – Max Clk Rate: 693 MHz
  – Worst-Margin Slew: 0.244 ns
  – Slew headroom: 0.836
  – Fin crit period: 1.44 ns
  – Hold slack: 0.861 ns

Finish
  – Cell area after layout: 852 um^2
  – Layout cells sized above 1: 0.576
  – Util after Layout: 0.249
  – Layout area overhead: 144%
  – Register area: 0 um^2
  – Flip-flops: 0
  – CLK BUF: 0

Power
  – Total power: 0.269 mW
  – Power per cell area: 315 nW/um^2
  – Maximum vdd drop: 0.0602 mV
  – Leakage: 0.405 nW

Critical path
  – Critical Path End Type: output pin
  – Critical Path RT: 1.12 ns
  – Kind of critical path: primary input to output pin
  – Crit path DAT: 1.16 ns
  – Critical path startpoint: KEY[3]
  – Critical Path Fanout Max: 6
  – Critical Path End: HEX0[3]
  – Setup crit start kind: primary input

Min path
  – Hold Path Class: primary input to output pin

Clock network
  – CTS Hold Bufs: 0

Job
  – Max-cap violations: 0
  – OpenROAD warning count: 34
[area by class of cell]
| type | count | area [um^2] |
|---|---|---|
| Tap cell | 46 | 57.6 |
| Timing Repair Buffer | 47 | 420 |
| Inverter | 4 | 15.0 |
| Multi-Input combinational cell | 41 | 359 |
| Fill cell | 362 | 2560 |
[timing repair]
action | in CTS | in global routing
endpoints found under the setup margin | 20 | 11
pin swaps | 12 | 8
setup buffers | 12 | 0
gates resized | 91 | 17
gates cloned | 0 | 0
[metal layers]
layer	GRT usage	routed length [um]	vias up
met5	0	0	-
met3	0.00909	101	0
met4	0	0	0
met2	0.0955	890	10
met1	0.0567	634	250
li1	-	-	257
[metrics by stage]
stage,TNS [ns],std cells
detailed placement,-13.26,127
CTS,-0.0596,139
global route,-0.231,138
finish,-0.0522,138
floorplan,0,55
global placement,-13.04,127
[cell usage after synthesis]
master / instances
o32ai_2: 1
nand3_1: 1
a31oi_1: 1
or3_1: 1
buf_4: 7
o31ai_1: 2
buf_6: 3
and2b_1: 2
nor3_1: 3
nand2_1: 7
and2_1: 1
o21ai_0: 5
xnor2_1: 3
inv_1: 4
o311ai_1: 1
nor2_1: 5
a21o_1: 2
mux2i_1: 2
a21boi_1: 1
a21oi_1: 3
[worst min-delay path by stage]
| stage | start | to | slack, ns | cells after the start |
|---|---|---|---|---|
| global route | KEY[0] | HEX3[5] | 0.89 | 3 |
| finish | KEY[0] | HEX3[5] | 0.86 | 3 |
| CTS | KEY[0] | HEX3[0] | 0.89 | 3 |
[kinds of logic after synthesis]
family,after synthesis,synth area share
AOI/OAI and AO/OA,16,0.312
xor gates and xnor gates,3,0.0753
muxes,2,0.0573
buffers and inverters,14,0.290
and+or+nand+nor,20,0.265
[worst max-delay path, stage by stage]
cell and delay, ns:
buf_8 0.11, buf_6 0.13, xnor2_2 0.14, buf_4 0.14
o311ai_4 0.23, buf_2 0.13
[cell usage in the layout, fill, tap and decap left out, types with 2 or more instances in the layout]
master	netlist	layout
a21o_1	2	2
a21oi_2	0	2
buf_2	0	6
buf_4	7	12
buf_6	3	12
buf_8	0	3
clkbuf_2	0	3
clkdlybuf4s15_1	0	4
clkdlybuf4s50_1	0	3
dlygate4sd2_1	0	4
inv_1	4	4
mux2i_1	2	2
nand2_1	7	4
nand2_2	0	3
nor2_1	5	3
nor2_4	0	2
o21ai_1	0	4
[power breakdown]
| group | internal (mW) | switching (mW) |
|---|---|---|
| combinational | 0.162 | 0.107 |
| clock | 0 | 0 |
| sequential | 0 | 0 |
| total | 0.162 | 0.107 |
Power figures rest on the tool's default switching activity, not on a simulated workload.
