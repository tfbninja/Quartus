File: run.sh
#!/bin/bash
# OpenROAD 26Q1-2900-gdf79404cd8, Yosys 0.63+post, stock flow scripts
make -C /OpenROAD-flow-scripts/flow DESIGN_CONFIG=/design/flow/config.mk WORK_HOME=/design/flow/orfs finish
File: config.mk
export PLATFORM = sky130hd
export DESIGN_NAME = TextScroller
export DESIGN_NICKNAME = TextScroller
export VERILOG_FILES = /design/flow/design.v
export SDC_FILE = /design/flow/constraint.sdc
export NUM_CORES = 4
export LEC_CHECK = 1
export CORE_UTILIZATION = 40
File: constraint.sdc
current_design TextScroller

set clk_period 6.4
set clk_io_pct 0.2

create_clock -name clk0 -period $clk_period [get_ports {CLOCK_50}]

set non_clock_inputs [all_inputs -no_clocks]
set_input_delay [expr $clk_period * $clk_io_pct] -clock clk0 $non_clock_inputs
set_output_delay [expr $clk_period * $clk_io_pct] -clock clk0 [all_outputs]
File: design.v
module TextScroller(
	input 		          		CLOCK_50,
	output		     [6:0]		HEX0,
	output		     [6:0]		HEX1,
	output		     [6:0]		HEX2,
	output		     [6:0]		HEX3,
	output		     [6:0]		HEX4,
	output		     [6:0]		HEX5,
	input 		     [3:0]		KEY,
	output		     [9:0]		LEDR,
	input 		     [9:0]		SW
);
	reg [2:0] clickcount;  
	wire click, RESET, dir, fastmode;
	reg [28:0] ticker;
	assign click = ((ticker == (fastmode ? 9000000 : 20000000))?1'b1:1'b0);
	assign RESET = ~KEY[3];
	assign dir = ~SW[9];
	assign fastmode = SW[8];
	assign LEDR[0] = RESET;
	assign LEDR[9] = ~dir;
	assign LEDR[8] = fastmode;
	assign LEDR[7:1] = 7'b0000000;
	reg [6:0] a, b, c, d, e, f;
	assign HEX5[6:0] = a;
	assign HEX4[6:0] = b;
	assign HEX3[6:0] = c;
	assign HEX2[6:0] = d;
	assign HEX1[6:0] = e;
	assign HEX0[6:0] = f;
	wire [6:0] S, C, R, O, L, SP;
	assign S = 7'b0010010;  
	assign C = 7'b0100111;  
	assign R = 7'b0101111;  
	assign O = 7'b0100011;  
	assign L = 7'b1000111;  
	assign SP = 7'b1111111;  
	always @ (posedge CLOCK_50 or posedge RESET)
		begin
			if(RESET)
				ticker <= 0;
			else if(ticker == (fastmode ? 9000000 : 20000000))
				ticker <= 0;
			else
				ticker <= ticker + 1;
		end
	always @ (posedge click or posedge RESET)
		begin
			if(RESET)
				clickcount <= 0;
			else if(clickcount == 6)
				clickcount <= 0;
			else 
				clickcount <= clickcount + 1;
		end
	always @ (*)
		begin
			 case(clickcount)
			 0:
			 begin
				a <= S;
				b <= C;
				c <= R;
				d <= O;
				e <= L;
				f <= L;
			 end
			 1:
			 begin
			 if (dir)
			 begin
				a <= C;
				b <= R;
				c <= O;
				d <= L;
				e <= L;
				f <= SP;
			end
			else
			begin
				a <= 7'b0111100;  
				b <= 7'b0011110;  
				c <= 7'b1011110;  
				d <= 7'b0011100;  
				e <= 7'b0011111;  
				f <= 7'b0011111;  
			end
			end
			 2:
			 begin
			 if (dir)
			 begin
				a <= R;
				b <= O;
				c <= L;
				d <= L;
				e <= SP;
				f <= S;
			end
			else
			begin
				a <= 7'b1111110;  
				b <= 7'b1111110;  
				c <= 7'b1111111;  
				d <= 7'b1111110;  
				e <= 7'b1111110;  
				f <= 7'b1111110;  
			end
			end
			 3:
			 begin
			 if (dir)
			 begin
				a <= O;
				b <= L;
				c <= L;
				d <= SP;
				e <= S;
				f <= C;
			end
			else
			begin
				a <= SP;
				b <= SP;
				c <= SP;
				d <= SP;
				e <= SP;
				f <= SP;
			end
			 end
			 4:
			 begin
			 if (dir)
			 begin
				a <= L;
				b <= L;
				c <= SP;
				d <= S;
				e <= C;
				f <= R;
			end
			else
			begin
				a <= SP;
				b <= SP;
				c <= SP;
				d <= SP;
				e <= SP;
				f <= SP;
			end
			end
			 5:
			 begin
			 if (dir)
			 begin
				a <= L;
				b <= SP;
				c <= S;
				d <= C;
				e <= R;
				f <= O;
			end
			else
			begin
				a <= 7'b1110111;  
				b <= 7'b1111111;  
				c <= 7'b1111111;  
				d <= 7'b1111111;  
				e <= 7'b1111111;  
				f <= 7'b1111111;  
			end
			end
			 6:
			 begin
			 if (dir)
			 begin
				a <= SP;
				b <= S;
				c <= C;
				d <= R;
				e <= O;
				f <= L;
			end
			else
			begin
				a <= 7'b0100111;  
				b <= 7'b1110111;  
				c <= 7'b1110111;  
				d <= 7'b1110111;  
				e <= 7'b1101111;  
				f <= 7'b1101111;  
			end
			end
  endcase
end
endmodule
==> flow_metrics.py <==
# Physical implementation metrics
metrics = {
    "outcome": {
        "outcome": "completed",
    },
    "clock_tree": {
        "post_cts_buffers": 0,
        "hold_buffers": 0,
        "cts_resized": 0,
        "numCtsBuffers": 5,
        "insertion_delay_ns": 0.28,
        "cts_max_path_buffers": 2,
        "cts_max_level": 2,
        "clk_pin_slew_worst_paths_ns": 0.06,
        "cts_tree": "yes",
        "root_buffer": "clkbuf_8",
    },
    "global_route": {
        "grt_max_degree": 38,
        "grt_use_total_pct": 18.2,
        "antenna_found_initial": 0,
        "grt_pass1_vias": 2321,
        "grt_pass1_wl_um": 11200,
        "grt-ovfl-total": 0,
    },
    "job": {
        "cap_violations": 0,
        "log.warning_count": 38,
    },
    "power": {
        "vdd_drop_max_uv": 150,
        "p_per_area_mw_per_mm2": 100,
        "p_leak_nw": 1.47,
    },
    "drt": {
        "avgViaCountPerCell": 5.33,
        "routed_wirelength_um": 6500,
        "drc": 0,
        "vias": 2626,
        "detail-route-antenna-nets": 0,
        "wire_per_inst_um": 13.2,
        "first_pass_iters": 4,
        "insertedDiodeCount": 0,
        "drt_iter0_drc": 203,
    },
    "min_path": {
        "min_to": "ticker[28]",
        "worstHoldPathCells": 1,
        "hp-class": "flop to flop",
        "hp-start": "ticker[28]",
    },
    "critical_path": {
        "regToRegStartpoint": "ticker[19]",
        "startpoint_type": "input pin",
        "cp_data_required_time_ns": 5.12,
        "reg2reg_to": "ticker[1]",
        "crit_fanout": 33,
        "rrSetupSlack_ns": 3.58,
        "worstRegToRegCells": 5,
        "cp_data_arrival_time_ns": 2.58,
        "critPathCaptureType": "output port",
        "critPathKind": "input pin to output port",
    },
    "synth": {
        "synth-async-reset-ratio_pct": 46.4,
        "synth_flops": 69,
        "yosys_cells": 368,
        "edf_count": 0,
        "flop_cell": "dlxtn_1",
        "ys.warnings.count": 1,
        "netlist_instances": 368,
        "yosys-stat-area_mm2": 0.00307,
        "syn_avg_cell_area_um2": 8.34,
        "netlist_area_mm2": 0.00307,
        "synthDistinctLibCells": 51,
    },
    "die": {
        "die_area_mm2": 0.00803,
        "coreArea_mm2": 0.00733,
        "die_h_um": 89.6,
        "die_w_um": 89.6,
        "io_pins": 67,
        "num_rows": 31,
        "fp_util_pct": 41.9,
    },
    "final_timing": {
        "tns_ns": 0,
        "maxClockFrequency_mhz": 259,
        "period_needed_ns": 3.86,
        "max-slew-margin-rel_pct": 42.0,
        "slew_viol_final": 0,
        "rsz0062_at_grt": "false",
        "untimed_endpoints": 78,
        "clock_skew_ns": 0.00940,
        "min_period_over_period_pct": 60.3,
        "setup_violations": 0,
        "finalHoldViolations": 0,
        "tightest_slew_ns": 0.870,
        "unclocked_regs": 40,
    },
    "place": {
        "portBuffers": 44,
        "place.gp.congestion": 0.865,
        "dp_hpwl_um": 4700,
    },
    "layout": {
        "fill_cells": 687,
        "layout-drive-gt1-share_pct": 4.31,
        "synthToLayoutAreaGrowth_pct": 16.8,
        "postLayoutCoreUtil_pct": 48.9,
    },
}
## worst max path at each step
stage / end / start / slack, ns
finish: LEDR[0] / KEY[3] / 2.54
CTS: LEDR[0] / KEY[3] / 2.49
global route: LEDR[0] / KEY[3] / 2.43
## where the power goes
part / internal (mW) / leakage (nW) / switching, mW
Sequential: 0.185 / 0.657 / 0
Clock: 0.0848 / 0.0433 / 0.0693
Combinational: 0.00767 / 0.770 / 0.0120
## cells in the final DEF (no fill, tap or decap), drive strengths merged, types with 4 or more instances in the layout
cell type,Yosys,routed
nand3,11,11
xor2,9,9
clkbuf,21,6
nor4,7,7
inv,15,15
dlxtn,37,37
and4,4,4
conb,2,11
a31oi,4,4
nand2b,4,4
dfrtp,29,29
o31ai,4,4
clkdlybuf4s50,0,44
nand2,33,33
buf,18,5
or4,4,4
o21ai,31,31
nand4,6,6
or3,7,7
ha,4,4
nor2,34,34
xnor2,15,15
nor3,9,9
a21oi,23,23
a211oi,4,4
## through the flow
stage               hold slack, ns  setup WS [ns]  power, mW  cell area [µm²]  instances
finish                       0.473           2.54      0.358             3590        493
global route                 0.506           2.43      0.374             3590        493
CTS                          0.479           2.49      0.363             3590        493
detailed placement           0.466           2.49      0.208             3500        486
global placement             0.469           2.51      0.209             3500        486
floorplan                    0.443           3.59      0.204             3100        377
## layout make-up
cell class	instances	area (µm²)	area share, %
Inverter	16	60.1	1.67
Sequential cell	69	1360	37.8
Tap cell	99	124	3.45
Timing Repair Buffer	49	478	13.3
Multi-Input combinational cell	253	1480	41.2
Clock buffer	6	82.6	2.30
Clock inverter	1	7.51	0.209
## registers in the layout, summed over array words and instances, names as in the netlist
name	flops
ticker	29
b	6
a	7
c	6
d	6
clickcount	3
e	6
f	6
## cells in the mapped netlist (4+ instances only)
cell,instances,area share [%]
a21oi_1,23,3.7
dlxtn_1,37,18
a31oi_1,4,0.81
inv_1,15,1.8
clkbuf_1,21,2.6
o31ai_1,4,0.98
dfrtp_1,29,24
xnor2_1,15,4.3
nand2_1,33,4.0
nor4_1,7,1.4
xor2_1,9,2.6
a211oi_1,4,0.98
nand2b_1,4,0.81
buf_4,15,3.7
nand4_1,6,1.2
nor3_1,9,1.5
nand3_1,11,1.8
nor2_1,34,4.2
ha_1,4,1.6
or3_1,7,1.4
o21ai_0,31,5.1
## critical path, stage by stage
cell and delay (ns):
clkdlybuf4s50_1 0.45, buf_4 0.36, inv_1 0.08, clkdlybuf4s50_1 0.40
## routing by layer
layer  track usage (%)  part of all wire (%)  vias to the layer above
li1                  -                     -                     1304
met1              29.5                    48                     1223
met2              27.8                    45                       91
met3              1.95                   5.4                        8
met4              2.60                   1.1                        0
met5                 0                     0                        -
## cell families after synthesis
family	Yosys count	share of synthesized area, %
AND/OR/NAND/NOR	131	21.8
AND-OR/OR-AND	83	16.5
buffers and inverters	55	8.80
latches	37	18.1
flip-flops	32	26.1
XOR/XNOR	24	6.85
adder cells (fa/ha/maj)	4	1.63
other	2	0.245
Power figures rest on the tool's default switching activity, not on a simulated workload.
