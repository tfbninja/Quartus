<file path="design/flow/run.sh">
#!/bin/bash
# OpenROAD 26Q1-2900-gdf79404cd8, Yosys 0.63+post, stock flow scripts
make -C /OpenROAD-flow-scripts/flow DESIGN_CONFIG=/design/flow/config.mk WORK_HOME=/design/flow/orfs finish
</file>
<file path="design/flow/config.mk">
export PLATFORM = sky130hd
export DESIGN_NAME = scrolling_name
export DESIGN_NICKNAME = scrolling_name
export VERILOG_FILES = /design/flow/design.v
export SDC_FILE = /design/flow/constraint.sdc
export NUM_CORES = 4
export LEC_CHECK = 1
export CORE_UTILIZATION = 30
</file>
<file path="design/flow/constraint.sdc">
current_design scrolling_name

set clk_period 3.8
set clk_io_pct 0.2

create_clock -name clk0 -period $clk_period [get_ports {clock}]

set non_clock_inputs [all_inputs -no_clocks]
set_input_delay [expr $clk_period * $clk_io_pct] -clock clk0 $non_clock_inputs
set_output_delay [expr $clk_period * $clk_io_pct] -clock clk0 [all_outputs]
</file>
<file path="design/flow/design.v">
module scrolling_name(
    input clock,
    input reset,
    output a,
    output b,
    output c,
    output d,
    output e,
    output f,
    output g,
    output dp,
    output [3:0] an
    );
reg [28:0] ticker;  
wire click;
reg [3:0] fourth, third, second, first;  
always @ (posedge clock or posedge reset)  
begin
 if(reset)
  ticker <= 0;
 else if(ticker == 50000000)  
  ticker <= 0;
 else
  ticker <= ticker + 1;
end
reg [3:0] clickcount;  
assign click = ((ticker == 50000000)?1'b1:1'b0);  
always @ (posedge click or posedge reset)
begin
 if(reset)
  clickcount <= 0;
 else if(clickcount == 8)
   clickcount <= 0;
  else 
  clickcount <= clickcount + 1;
end
always @ (*)  
begin
    case(clickcount)
    0:
    begin
     fourth = 4;  
     third = 3;  
     second = 7;  
     first = 7;  
    end
    1:
    begin
     fourth = 3;  
     third = 7;  
     second = 7;  
     first = 0;  
    end
    2:
    begin
     fourth = 7;  
     third = 7;  
     second = 0;  
     first = 2;  
    end
    3:
    begin
     fourth = 7;  
     third = 0;  
     second = 2;  
     first = 1;  
    end
    4:
    begin
     fourth = 0;  
     third = 2;  
     second = 1;  
     first = 4;  
    end
    5:
    begin
     fourth = 2;  
     third = 1;  
     second = 4;  
     first = 3;  
    end
    6:
    begin
     fourth = 1;  
     third = 4;  
     second = 3;  
     first = 8;  
    end
    7:
    begin
     fourth = 4;  
     third = 3;  
     second = 8;  
     first = 3;  
    end
    8:
    begin
     fourth = 3;  
     third = 8;  
     second = 3;  
     first = 2;  
    end
  endcase
end
localparam N = 18;
reg [N-1:0]count;
always @ (posedge clock or posedge reset)
 begin
  if (reset)
   count <= 0;
  else
   count <= count + 1;
 end
reg [6:0]sseg;
reg [3:0]an_temp;
always @ (*)
 begin
  case(count[N-1:N-2])
   2'b00 : 
    begin
     sseg = first;
     an_temp = 4'b1110;
    end
   2'b01:
    begin
     sseg = second;
     an_temp = 4'b1101;
    end
   2'b10:
    begin
     sseg = third;
     an_temp = 4'b1011;
    end
   2'b11:
    begin
     sseg = fourth;
     an_temp = 4'b0111;
    end
  endcase
 end
assign an = an_temp;
reg [6:0] sseg_temp; 
always @ (*)
 begin
  case(sseg)
   4 : sseg_temp = 7'b0001001;  
   3 : sseg_temp = 7'b0000110;  
   7 : sseg_temp = 7'b1000111;  
   0 : sseg_temp = 7'b1000000;  
   1 : sseg_temp = 7'b0000111;  
   8 : sseg_temp = 7'b0001000;  
   default : sseg_temp = 7'b0000000;  
  endcase
 end
assign {g, f, e, d, c, b, a} = sseg_temp; 
assign dp = 1'b1;
endmodule
</file>
==> out/qor.txt <==
Run status: completed
Setup TNS: 0 ps
CP arrival: 2510 ps
Core box area: 9910 sq um
Total track usage: 0.102
Slowest-stage cell, CP: mux4_2
WL per Instance: 11.2 um
Slack of the critical path: 534 ps
Pre-CTS setup slack: 844 ps
Top non-seq family: simple AND/OR/NAND/NOR gates
Yosys xor share: 0.121
Reg2Reg Launch Point: ticker[9]
Die height: 104 um
Critical path fanouts, max: 10
Min-Delay Endpoint: count[0]
Critical-path cell list: mux4_2, or3_1, a21oi_1, clkdlybuf4s50_1
OpenROAD warning count: 29
Antenna diode count: 0
Layout cells sized above 1: 0.0640
Hold Buf Count CTS: 0
Post-CTS Setup Inserts: 0
Slew Viols, Final: 0
I/O pin cnt: 14
Root Buffer: clkbuf_8
WP buf/inv: 1
Crit end category: primary output
Top Layout Cells: 47 x dfrtp_1, 36 x nor2_1, 29 x xnor2_1, 25 x nand2_1, 21 x nand3_1
Chip area: 10800 sq um
Gate count after technology mapping: 321
And+or+nand+nor area frac: 0.241
Synth Register Bits: 66
Vias: 2134
Yosys warns: 1
Worst path top cell family by delay: multiplexers
Worst-case clock buffer depth: 2
H-tree depth: 2
VDD IR-drop max: 0.183 mV
Yosys cell count: 321
PD cells: 236 nW/um^2
CP max stage delay: 610 ps
GP Congestion: 0.830
First-pass GRT wire length: 9.18 mm
Synthesized area: 3120 sq um
Clock slew at reported path FFs: 80 ps
RSZ-0062 raised after global routing: false
Setup Viol. Count Final: 0
Worst Tran Pin Value: 790 ps
Worst reg-to-reg path cell count: 5
FP Util: 0.315
Layout area overhead: 9.31%
CP Launch Type: register
TritonRoute pass-1 iters: 4
Min-Delay Path Class: register to register
Final ANT Viol Nets: 0
Final wirelength: 5.16 mm
Yosys Chip Area: 3120 sq um
Count of unclocked register or latch pins: 19
Final hold violations: 0
IO buf count: 10
Pin count of the biggest net entering global routing: 28
Syn avg cell area: 9.71 sq um
Mux frac, synth: 0.0249
Crit path DRT: 3040 ps
Resized Gates After CTS: 0
Reg-to-reg slack, setup: 1600 ps
Yosys adder share: 0.0281
Vias in the first global route: 1938
CTS buffer count: 5
Clk ins delay skew pair: 300 ps
Max-Cap Viols: 0
Commonest Layout Cell: dfrtp_1
Total leakage power: 1.56 nW
Tmin final: 3270 ps
Distinct lib cells: 47
Antenna violations before repair: 0
Hpwl dp: 3.65 mm
Post-Synth AOI/OAI Area: 0.0566
Fmax achieved: 0.306 GHz
Clock skew: 8.27 ps
1st-iter DRT viols: 114
HP Start: count[0]
Number of unconstrained endpoints: 19
GRT Residual Overflow: 0
Critical Setup Path Class: register to primary output
TritonCTS clock tree: done
Slew margin rel.: 0.470
Cell Rows: 36
Hold Slack: 450 ps
Period utilization: 0.859
Detail-routed via count per cell: 4.63
Worst hold path depth: 1
Chip width: 104 um
Reg-to-reg critical path endpoint: ticker[20]
Remaining DRCs: 0
Final core utilization: 0.344
-- state kept, by name (all words and copies together) (netlist names) --
name,flops
clickcount,4
ticker,29
third,4
second,4
first,4
fourth,3
count,18
-- synth_stat cells (all sizes together) --
cell,number,area (sq um)
nor3b,2,20.0
nand3b,2,15.0
buf,7,53.8
xor2,14,123
conb,2,7.51
nor2,36,135
o22ai,1,6.26
o31a,1,8.76
mux2i,1,10.0
inv,16,60.1
nor2b,3,18.8
dlxtn,15,225
or3,2,17.5
o21ai,13,65.1
dfrtn,4,100
xnor2,29,254
nand2b,4,25.0
mux4,3,67.6
nor4,5,61.3
o311ai,1,8.76
dfrtp,47,1180
and2,1,6.26
o21a,1,7.51
clkbuf,7,26.3
or4,1,7.51
nor3,12,65.1
nor4b,2,17.5
and4b,1,10.0
and4,1,8.76
or2,1,6.26
nand4,13,93.8
o31ai,2,15.0
a22o,2,17.5
ha,7,87.6
a21o,1,7.51
nand3,21,105
and3,7,43.8
nand2,25,93.8
a21oi,8,40.0
-- report_power, final --
group	switching [mW]	total, mW	internal (mW)	leakage (nW)
Clock	0.165	0.294	0.129	0.0412
Sequential	0	0.500	0.500	0.804
Combinational	0.0105	0.0121	0.00166	0.716
Total	0.176	0.806	0.630	1.56
-- worst max path at each step --
stage	cells after the start	end	slack [ps]	from
4_1_cts	4	g	510	count[16]
6_report	4	g	530	count[16]
5_1_grt	5	a	360	count[16]
-- stage by stage --
stage / instance area [sq um] / total power [mW] / std cells
5_1_grt: 3410 / 0.843 / 461
6_report: 3410 / 0.806 / 461
2_1_floorplan: 3120 / 0.520 / 322
4_1_cts: 3410 / 0.816 / 461
3_5_place_dp: 3320 / 0.523 / 453
3_3_place_gp: 3320 / 0.523 / 453
-- worst register-to-register path, cell delays in order, from the launching register on --
cell      delay, ps
dfrtp_1         460
nor4b_1         360
nand4_1         240
nor4_4          780
nand3b_1        200
o21ai_1          60
-- final cells by class --
| type | instances | area, sq um |
|---|---|---|
| multi-input cells | 226 | 1480 |
| clock buffers | 6 | 72.6 |
| repair buffers | 12 | 115 |
| inverters | 16 | 60.1 |
| fillers | 1000 | 6500 |
| flip-flops and latches | 66 | 1500 |
| well taps | 133 | 166 |
| clock inverters | 2 | 12.5 |
-- layer usage --
layer / vias to the layer above / track usage / wire (um)
met1: 995 / 0.175 / 2780
met2: 33 / 0.143 / 2180
li1: 1102 / - / -
met5: - / 0 / 0
met3: 4 / 0.0179 / 166
met4: 0 / 0.00714 / 32
-- kinds of logic (layout without fill, tap and decap cells) --
logic type,count (synthesis),after routing
XOR/XNOR,43,43
adder cells (fa/ha/maj),7,7
multiplexers,4,4
latches,15,15
other,2,3
flip-flops,51,51
buffers and inverters,30,36
AND-OR/OR-AND,30,30
AND/OR/NAND/NOR,139,139
Power and IR drop assume default switching activity.
